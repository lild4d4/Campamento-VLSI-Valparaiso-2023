--- /design/flow/design.v ---
`timescale 1ns / 1ps
module ALU_reg_ref#(
    parameter N = 16
) (
    input wire clk, reset, load_A, load_B, load_Op, updateRes,
    input wire [N-1 : 0] data_in,
    output reg [N-1:0] result,
    output reg [4:0] flags
);
    reg [N-1:0] A, B, Result_next; 
    reg [4:0] Status_next, Status;
    reg [1:0] OpCode;
    always @(posedge clk) begin 
        {A, B, OpCode, flags, result} <= {A, B, OpCode, flags, result};
        if(reset)
            {A, B, OpCode, flags, result} <= 'd0;
        else begin
            if(updateRes)
                {flags, result} <= {Status_next, Result_next}; 
            if(load_A)
                A <= data_in;
            if(load_B)
                B <= data_in;
            if(load_Op)
                OpCode <= data_in[1:0];
       end     
    end
    reg Neg, Z, C, V, P;
    always @(*) begin
		case(OpCode)
			2'd0: begin
				Result_next = ~(A | B);
				C = 1'b0;
				V = 1'b0;
			end
			2'd1: begin
				Result_next = ~(A & B);
				C = 1'b0;
				V = 1'b0;
			end
			2'd2: begin
                {C, Result_next} = A + B;
				V = (Result_next[N-1] & ~A[N-1] & ~B[N-1]) | (~Result_next[N-1] & A[N-1] & B[N-1]);
			end
			2'd3: begin
                {C, Result_next} = A - B;
				V = (Result_next[N-1] & ~A[N-1] & B[N-1]) | (~Result_next[N-1] & A[N-1] & ~B[N-1]);	
			end
		endcase
		Neg = Result_next[N-1];
		Z = (Result_next == '0);
        P = ~^Result_next;
		Status_next = {V, C, Z, Neg, P};
	end
endmodule
--- /design/flow/run.sh ---
#!/bin/bash
# OpenROAD 26Q1-2900-gdf79404cd8, Yosys 0.63+post, stock flow scripts
make -C /OpenROAD-flow-scripts/flow DESIGN_CONFIG=/design/flow/config.mk WORK_HOME=/design/flow/orfs finish
--- /design/flow/config.mk ---
export PLATFORM = sky130hd
export DESIGN_NAME = ALU_reg_ref
export DESIGN_NICKNAME = ALU_reg_ref
export VERILOG_FILES = /design/flow/design.v
export SDC_FILE = /design/flow/constraint.sdc
export NUM_CORES = 4
export LEC_CHECK = 1
export CORE_UTILIZATION = 50
--- /design/flow/constraint.sdc ---
current_design ALU_reg_ref

set clk_period 8.1
set clk_io_pct 0.2

create_clock -name clk0 -period $clk_period [get_ports {clk}]

set non_clock_inputs [all_inputs -no_clocks]
set_input_delay [expr $clk_period * $clk_io_pct] -clock clk0 $non_clock_inputs
set_output_delay [expr $clk_period * $clk_io_pct] -clock clk0 [all_outputs]
==> impl_table.tex <==
% Implementation results table
\begin{tabular}{lr}
\hline
Metric & Value \\
\hline
\multicolumn{2}{l}{\textbf{Cells and area}} \\
\quad Sequential cell area & roughly 1100 um\^{}2 \\
\quad Fill cells & about 800 \\
\quad Final design utilization & 0.580 \\
\quad Area taken by multi-input logic gates & a little over 3000 um\^{}2 \\
\quad Layout cells sized above 1 & 0.0624 \\
\quad Signed area change from the synthesized netlist to the final layout & 13.1\% \\
\multicolumn{2}{l}{\textbf{Clock network}} \\
\quad Number of buffers created by CTS & 5 \\
\quad Root Buffer & sky130\_fd\_sc\_hd\_\_clkbuf\_8 \\
\quad Clock Tree Buf Depth & 2 \\
\quad H-tree level count & 2 \\
\quad Number of sinks driven by the clock tree & 54 \\
\quad Number of buffers inserted to repair setup after CTS & 0 \\
\quad \# hold bufs at CTS & 0 \\
\quad CTS tree & built \\
\quad Reg clk slew, reported paths & about 110 ps \\
\quad Clk latency late pin & between 300 and 400 ps \\
\quad PostCTS Resize Cnt & 0 \\
\multicolumn{2}{l}{\textbf{Route}} \\
\quad Mean routed wirelength per cell & 15.5 um \\
\quad Count of TritonRoute iterations in the first routing pass & 4 \\
\quad Antenna diode count & 0 \\
\quad Drc violations & 0 \\
\quad Violation count after the first detailed-routing iteration & around 170 \\
\quad Via/cell ratio & between 5 and 6 \\
\quad Number of nets with antenna violations after detailed routing & 0 \\
\quad Routed wire length & 10600 um \\
\quad Total via count after detailed routing & $\sim$3800 \\
\multicolumn{2}{l}{\textbf{Timing}} \\
\quad Worst Clk Skew & 14.3 ps \\
\quad Shortest period the worst path allows & between 3000 and 4000 ps \\
\quad Count of pins over their slew limit & 0 \\
\quad Unrepaired setup endpoints after global routing & no \\
\quad Final Hold Vio Count & 0 \\
\quad Peak Freq & between 200 and 300 MHz \\
\quad Transition time of the tightest slew-check pin & roughly 690 ps \\
\quad Tcrit/Tclk final & 0.483 \\
\quad Slew margin rel. & 0.542 \\
\quad Number of failing setup endpoints in the final timing report & 0 \\
\quad Sum Neg Setup Slack & 0 ps \\
\multicolumn{2}{l}{\textbf{Critical path}} \\
\quad Critical path capture point type & register \\
\quad Buffers plus inverters on the worst setup path & 1 \\
\quad CP Launch Point & A[1] \\
\quad Worst Setup Path Type & register to register \\
\quad CP arrival & 4100 ps \\
\quad Largest fanout of any net on the critical path & 5 \\
\quad Startpoint kind of the worst setup timing path & register \\
\quad Reg-to-reg slack, setup & 4190 ps \\
\quad Most frequent cell on the critical path & sky130\_fd\_sc\_hd\_\_xnor2\_1 \\
\quad Ordered list of cells on the worst path & inv\_1, ha\_1, nor2\_1, o311ai\_1, a31o\_2, nand4\_2, a2111oi\_1, nor4\_1, or3\_4, ha\_1, xnor2\_1, xnor2\_1, xnor2\_1, mux2i\_1, nor2\_1 \\
\quad Largest stage delay, worst path & around 550 ps \\
\quad Crit path required time & between 8000 and 9000 ps \\
\quad Family with the most delay on the worst path & AND-OR/OR-AND gates \\
\quad Critical Path Slowest Stage Cell & sky130\_fd\_sc\_hd\_\_a2111oi\_1 \\
\quad Reg-to-Reg Start & A[1] \\
\multicolumn{2}{l}{\textbf{Synth}} \\
\quad Synth Area per Inst & $\sim$8.0 um\^{}2 \\
\quad Cell area after synthesis & 4450 um\^{}2 \\
\quad Register area share after synthesis & 0.243 \\
\quad Synthesis-stage register bit count & approximately 54 \\
\quad Ys Warns & 1 \\
\quad Area fraction of the dominant cell type after synthesis & 0.243 \\
\quad Leading area contributor after synthesis & sky130\_fd\_sc\_hd\_\_dfxtp\_1 \\
\quad Unique cell types & 68 \\
\quad Most area-consuming cells after synthesis & sky130\_fd\_sc\_hd\_\_dfxtp\_1 (24\%), sky130\_fd\_sc\_hd\_\_ha\_1 (16\%), sky130\_fd\_sc\_hd\_\_mux2i\_1 (9.9\%), sky130\_fd\_sc\_hd\_\_nor2\_1 (8.2\%), sky130\_fd\_sc\_hd\_\_inv\_1 (4.0\%) \\
\quad Chip area from the yosys synthesis statistics & about 4400 um\^{}2 \\
\quad Number of synthesized flops with an enable pin & 0 \\
\quad Async S/R FF share, synth & 0 \\
\quad Number of standard cells reported by yosys & roughly 550 \\
\quad Leading register cell type out of synthesis & sky130\_fd\_sc\_hd\_\_dfxtp\_1 \\
\quad Number of instances in the synthesized netlist & roughly 550 \\
\multicolumn{2}{l}{\textbf{Global route}} \\
\quad Largest net degree at the start of global routing & between 50 and 60 \\
\quad Global route total overflow & 0 \\
\quad Antenna violations before repair & 0 \\
\quad Via count of the first global-routing pass & between 3000 and 4000 \\
\quad Global-route total usage across every layer & 0.247 \\
\quad First-pass GRT wire length & about 17000 um \\
\multicolumn{2}{l}{\textbf{Floorplanning}} \\
\quad Core region area & $\sim$8700 um\^{}2 \\
\quad Die area & approximately 9300 um\^{}2 \\
\quad Floorplan die width & 96.3 um \\
\quad Placement row count & 34 \\
\quad Number of top-level pins & approximately 43 \\
\quad Height of the die & just under 100 um \\
\quad Share of the core filled by cells before placement & 0.512 \\
\multicolumn{2}{l}{\textbf{Placed design}} \\
\quad Placer congestion estimate & 0.933 \\
\quad Number of I/O port buffers & between 40 and 50 \\
\quad Final HPWL DP & around 7900 um \\
\multicolumn{2}{l}{\textbf{Run}} \\
\quad Number of maximum-capacitance violations & 0 \\
\quad Tool Warnings & around 60 \\
\multicolumn{2}{l}{\textbf{Power}} \\
\quad Leak Pwr & between 2 and 2.5 nW \\
\quad Power density over cell area & 153 nW/um\^{}2 \\
\quad Worst-case vdd ir drop & 0.0000803 V \\
\multicolumn{2}{l}{\textbf{Hold path}} \\
\quad Class of the most critical hold timing path & register to register \\
\quad Min-Delay Startpoint & result[13] \\
\multicolumn{2}{l}{\textbf{Run status}} \\
\quad Outcome & completed \\
\hline
\end{tabular}
-- metal layers --
layer / vias up / track usage / part of all wire
li1: 1969 / - / -
met2: 80 / 0.370 / 0.42
met5: - / 0 / 0
met3: 6 / 0.0305 / 0.041
met4: 0 / 0.0135 / 0.0066
met1: 1739 / 0.403 / 0.53
-- cells by family (layout without fill, tap and decap cells) --
kind of cell	count (synthesis)	after routing	share of synthesized area
simple gates	176	176	0.186
xor+xnor	15	15	0.0295
fa+ha+maj	60	60	0.172
mux	46	46	0.107
compound gates	121	121	0.193
buf+inv	81	105	0.0698
flops	54	54	0.243
-- metrics by stage --
stage	worst slack (ps)	instances	total power [W]	hold WS, ps	instance area [um^2]
after floorplan	4690	553	0.000509	431	4450
after CTS	4250	685	0.000780	470	5030
final	4190	685	0.000770	467	5030
after global routing	3940	685	0.000829	486	5030
after detailed placement	4290	677	0.000588	455	4920
after global placement	4330	677	0.000586	455	4920
-- sequential cells by signal, summed over array words and instances (netlist names) --
name and count:
B 16, result 15, flags 5, A 16
OpCode 2
-- path summary, 6_finish.rpt --
path	endpoint	cells past startpoint
setup / recovery	flags[0]	15
hold / removal	result[13]	2
setup reg to reg	flags[0]	15
hold reg to reg	result[13]	2
-- layout by cell type, fill, tap and decap left out, types with 3 or more instances in the layout --
master	count
sky130_fd_sc_hd__nand4_1	3
sky130_fd_sc_hd__xnor2_1	13
sky130_fd_sc_hd__a21o_1	7
sky130_fd_sc_hd__buf_4	6
sky130_fd_sc_hd__clkdlybuf4s50_1	41
sky130_fd_sc_hd__o21a_1	3
sky130_fd_sc_hd__a31oi_1	9
sky130_fd_sc_hd__ha_1	58
sky130_fd_sc_hd__clkbuf_8	5
sky130_fd_sc_hd__and3_1	6
sky130_fd_sc_hd__or3_1	3
sky130_fd_sc_hd__o21bai_1	5
sky130_fd_sc_hd__mux2i_1	44
sky130_fd_sc_hd__nand2_1	17
sky130_fd_sc_hd__a31o_2	4
sky130_fd_sc_hd__inv_1	47
sky130_fd_sc_hd__a21oi_1	31
sky130_fd_sc_hd__dfxtp_1	54
sky130_fd_sc_hd__nor2_1	97
sky130_fd_sc_hd__nor2b_1	6
sky130_fd_sc_hd__and2_1	5
sky130_fd_sc_hd__a211oi_1	20
sky130_fd_sc_hd__nor3b_1	3
sky130_fd_sc_hd__nor3_1	9
sky130_fd_sc_hd__nand3_1	10
sky130_fd_sc_hd__nand2b_1	3
sky130_fd_sc_hd__o21ai_0	12
-- report_power, final --
part / internal (W) / switching (W) / leakage, nW
clock: 0.0000921 / 0.0000945 / 0.0504
combinational: 0.000135 / 0.000150 / 1.70
sequential: 0.000285 / 0.0000144 / 0.446
total: 0.000512 / 0.000258 / 2.20
-- cell type report --
type | instances | share of cell area
Timing Repair Buffer | 48 | 0.0915
Sequential cell | 54 | 0.215
Tap cell | 108 | 0.0269
Clock buffer | 5 | 0.0137
Inverter | 49 | 0.0366
Clock inverter | 3 | 0.00896
Multi-Input combinational cell | 418 | 0.607
-- cell usage after synthesis, types with 3 or more instances --
library cell	number
sky130_fd_sc_hd__clkbuf_1	27
sky130_fd_sc_hd__and2_1	5
sky130_fd_sc_hd__or3_1	3
sky130_fd_sc_hd__and3_1	6
sky130_fd_sc_hd__nand4_1	3
sky130_fd_sc_hd__o21bai_1	5
sky130_fd_sc_hd__a31o_2	4
sky130_fd_sc_hd__a21oi_1	31
sky130_fd_sc_hd__xnor2_1	13
sky130_fd_sc_hd__nand3_1	10
sky130_fd_sc_hd__nor2_1	97
sky130_fd_sc_hd__nor3b_1	3
sky130_fd_sc_hd__nor2b_1	6
sky130_fd_sc_hd__a31oi_1	9
sky130_fd_sc_hd__inv_1	47
sky130_fd_sc_hd__a211oi_1	20
sky130_fd_sc_hd__ha_1	58
sky130_fd_sc_hd__a21o_1	7
sky130_fd_sc_hd__o21a_1	3
sky130_fd_sc_hd__nand2b_1	3
sky130_fd_sc_hd__nor3_1	9
sky130_fd_sc_hd__dfxtp_1	54
sky130_fd_sc_hd__mux2i_1	44
sky130_fd_sc_hd__o21ai_0	12
sky130_fd_sc_hd__nand2_1	17
-- worst reg2reg max path: stages, from the launching register on --
cell                        delay, ps
sky130_fd_sc_hd__dfxtp_1          440
sky130_fd_sc_hd__inv_1            110
sky130_fd_sc_hd__ha_1             340
sky130_fd_sc_hd__nor2_1            70
sky130_fd_sc_hd__o311ai_1         420
sky130_fd_sc_hd__a31o_2           280
sky130_fd_sc_hd__nand4_2          160
sky130_fd_sc_hd__a2111oi_1        550
sky130_fd_sc_hd__nor4_1           100
sky130_fd_sc_hd__or3_4            400
sky130_fd_sc_hd__ha_1             290
sky130_fd_sc_hd__xnor2_1          180
sky130_fd_sc_hd__xnor2_1          160
sky130_fd_sc_hd__xnor2_1           90
sky130_fd_sc_hd__mux2i_1          140
sky130_fd_sc_hd__nor2_1            50
Power is estimated from default activity; no workload was simulated.
